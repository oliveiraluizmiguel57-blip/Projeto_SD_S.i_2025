==> design.v <==
module safecrack_fsm (
    input  logic       clk,
    input  logic       rstn,
    input  logic [2:0] btn,       
    output logic [7:0] leds_verde, 
    output logic       led_vermelho 
);
    typedef enum logic [4:0] {
        S0      = 5'b00001,   
        S1      = 5'b00010,   
        S2      = 5'b00100,   
        SUCESSO = 5'b01000,   
        ERRO    = 5'b10000    
    } state_t;
    state_t state, next_state;
    logic [2:0] btn_prev, btn_edge, btn_pos;
    logic       any_btn_edge;
    localparam int TIME_3S = 150_000_000;  
    localparam int TIME_5S = 250_000_000;  
    logic [$clog2(TIME_5S)-1:0] delay_cnt, next_delay_cnt;
     always_comb begin
        btn_pos	= ~btn;  
        btn_edge = btn_pos & ~btn_prev;  
        any_btn_edge = (|btn_edge);  
     end 
    always_ff @(posedge clk or negedge rstn) begin
        if (~rstn) begin
            btn_prev  <= 3'b000;
            delay_cnt <= 0;
            state     <= S0;
        end
        else begin
            btn_prev  <= btn_pos;
            delay_cnt <= next_delay_cnt;
            state     <= next_state;
        end
    end
    always_comb begin
        next_state     = state;
        next_delay_cnt = delay_cnt;
        case (state)
            S0: begin 
                if (btn_edge == 3'b001)      next_state = S1;     
                else if (any_btn_edge) begin   
                    next_state = ERRO;        
                    next_delay_cnt = TIME_3S;  
                end
            end
            S1: begin 
                if (btn_edge == 3'b010)      next_state = S2;    
                else if (any_btn_edge) begin  
                    next_state = ERRO;
                    next_delay_cnt = TIME_3S;
                end
            end
            S2: begin 
                if (btn_edge == 3'b100) begin    
                    next_state = SUCESSO;      
                    next_delay_cnt = TIME_5S;  
                end
                else if (any_btn_edge) begin
                    next_state = ERRO;
                    next_delay_cnt = TIME_3S;
                end
            end
            SUCESSO: begin
                if (delay_cnt > 0) next_delay_cnt = delay_cnt - 1;
                else               next_state = S0; 
            end
            ERRO: begin
                if (delay_cnt > 0) next_delay_cnt = delay_cnt - 1;
                else               next_state = S0;
            end
            default: next_state = S0;
        endcase
    end
    always_comb begin
        leds_verde   = 8'b00000000;
        led_vermelho = 1'b0;
        case (state)
            S0:      leds_verde = 8'b00000001;  
            S1:      leds_verde = 8'b00000011;  
            S2:      leds_verde = 8'b00000111;  
            SUCESSO: leds_verde = 8'b11111111;  
            ERRO:    led_vermelho = 1'b1;  
        endcase
    end
endmodule
==> run.sh <==
#!/bin/bash
# OpenROAD 26Q1-2900-gdf79404cd8, Yosys 0.63+post, stock flow scripts
make -C /OpenROAD-flow-scripts/flow DESIGN_CONFIG=/design/flow/config.mk WORK_HOME=/design/flow/orfs finish
==> config.mk <==
export PLATFORM = sky130hd
export DESIGN_NAME = safecrack_fsm
export DESIGN_NICKNAME = safecrack_fsm
export VERILOG_FILES = /design/flow/design.v
export SDC_FILE = /design/flow/constraint.sdc
export NUM_CORES = 4
export LEC_CHECK = 1
export CORE_UTILIZATION = 40
==> constraint.sdc <==
current_design safecrack_fsm

set clk_period 6.9
set clk_io_pct 0.2

create_clock -name clk0 -period $clk_period [get_ports {clk}]

set non_clock_inputs [all_inputs -no_clocks]
set_input_delay [expr $clk_period * $clk_io_pct] -clock clk0 $non_clock_inputs
set_output_delay [expr $clk_period * $clk_io_pct] -clock clk0 [all_outputs]
==> Changelog: implementation <==
### Changed

- Power per Cell Area: 248 nW/um^2
- Routed wire length per instance: 17.7 um
- Yosys warnings: 1
- Cts hold-fix bufs: 0
- Cts bufs inserted: 5
- Clk sinks: 36
- # port buffers: 13
- Final worst slack: 3.32 ns
- Leak Pwr: 1.04 nW
- Leading area contributor after synthesis: dfrtp_1
- Syn Area/Cell: 8.65 sq um
- Tool warnings: 25
- Clock Skews: 0.00355 ns
- Buf+Inv Stages, Crit Path: 2
- Chip width: 77.7 um
- Core area: 5510 sq um
- Layout fillers: 526
- CP required: 7.05 ns
- Dominant cell area share: 38.2%
- Slew of the pin with the lowest slew margin: 0.930 ns
- Largest net degree at the start of global routing: 37
- Gr ovfl total: 0
- Vias in the first global route: 1931
- Distinct lib cells: 55
- Routed WL: 6110 um
- Cell breakdown of the critical path: clkdlybuf4s50_1 -> or2_2 -> o32ai_1 -> nor2_1 -> buf_4 -> a41oi_1 -> o21ai_1
- Via/cell ratio: 6.26
- Maxcap violations: 0
- Synth-to-Final Area Change: 10.6%
- Max-slew headroom: 37.4%
- Fp_density: 41.6%
- Final worst-path cycle share: 51.9%
- Seq. cell area: 902 sq um
- Clk buf depth: 2
- Post-route ant nets: 0
- Vias: 2166
- Min cycle time layout: 3.58 ns
- DRT Pass-1 Iters: 4
- Final Setup Violations: 0
- Final GP Congestion: 0.913
- I/O Pins: 14
- Die area: 6030 sq um
- Hold Violations, Final: 0
- Worst ir drop on vdd: 101 uV
- Worst Setup SP: btn[0]
- Setup Crit Path Kind: input port to flip-flop
- Resize count post-CTS: 0
- Clock Tree Root: clkbuf_8
- Die Span Y: 77.7 um
- Type of origin of the critical path: input port
- Drt initial violations: 214
- Status: finished, final reports clean
- Largest stage delay on the critical path: 0.65 ns
- Min-delay src: state[0]$_DFF_PN1_
- Non-Filler Instances: 346
- Number of cells in Yosys stat: 265
- Mapped Cells: 265
- FMAX: 279 MHz
- Logic area: 1250 sq um
- Synthesized area: 2290 sq um
- Post-synth ARST share: 100%
- Cell family with most CP delay: AND-OR/OR-AND gates
- Seq/Total Area, Yosys: 39.4%
- TritonCTS clock tree: done
- R2r startpoint: delay_cnt[0]$_DFFE_PN0P_
- Critical-path maximum fanout: 12
- Count of library flops with an enable pin: 0
- # diodes: 0
- Detailed placer's ending HPWL: 4190 um
- Worst EP arrival: 3.73 ns
- Global-route wire length before repair: 10400 um
- Worst path slowest cell: o32ai_1
- Pre-CTS setup slack: 3.11 ns
- # DRC: 0
- Worst setup EP type: flip-flop
- H-tree depth: 2
- Post-synthesis chip area from yosys: 2290 sq um
- Min-delay worst type: flip-flop to flip-flop
- Initial antenna violation count: 0
- Gr usage total: 22.3%
- Worst skew pair latency: 0.29 ns
- Inst Count DP: 338
- Fraction of layout cells with a size suffix above 1: 10.9%
- Post-CTS setup buffer count: 0
- Flops out of synthesis: 36
- Worst-path clk slew: 0.07 ns
- Fin. max-slew vios: 0
- Dominant register cell: dfrtp_1
- Setup_tns: 0 ns
- RSZ-0062 raised after global routing: false
- Top cells by area: dfrtp_1 38%, a31oi_1 3.8%, nor2_1 3.6%
- Site row count: 27
[path summary, 6_finish.rpt]
kind | endpoint | slack [ns] | cells past startpoint
min in group asynchronous | delay_cnt[20]$_DFFE_PN0P_ | 1.14 | 2
hold reg to reg | state[0]$_DFF_PN1_ | 0.51 | 2
setup / recovery | delay_cnt[12]$_DFFE_PN0P_ | 3.32 | 7
hold / removal | state[0]$_DFF_PN1_ | 0.51 | 2
max in group asynchronous | state[0]$_DFF_PN1_ | 5.41 | 2
setup reg to reg | delay_cnt[25]$_DFFE_PN0P_ | 4.09 | 7
[where the power goes]
part           internal (mW)  total [mW]  switching [mW]
Combinational         0.0654       0.157          0.0911
Clock                 0.0815       0.155          0.0732
Sequential             0.260       0.318          0.0583
[state kept, by name, indices dropped and copies added (netlist names)]
signal	flops
delay_cnt	28
btn_prev	3
state	5
[cell usage in the layout (no fill, tap or decap), types with 7 or more instances in the layout]
master            n
dfrtp_1          35
nor2_1           22
nand2_1          20
a21oi_1          16
a31oi_1          14
nor4_1           12
nor3_1           12
clkdlybuf4s50_1  12
inv_1            10
o21ai_1           9
nand3_1           8
o21ai_0           7
[metal layers]
layer / vias up / global-route usage [%] / part of all wire (%)
li1: 1043 / - / -
met1: 1029 / 37.4 / 47
met2: 81 / 31.8 / 44
met3: 13 / 4.42 / 7.5
met4: 0 / 1.89 / 1.0
met5: - / 0 / 0
[tightest hold or removal path, stage by stage (launching register included)]
cell     delay, ns
dfstp_2       0.40
nand2_1       0.06
o21ai_1       0.05
[cell families (layout without fill, tap and decap cells)]
| group | after synthesis | after routing | share of synthesized area (%) |
|---|---|---|---|
| XOR/XNOR | 1 | 1 | 0.382 |
| flip-flops | 36 | 36 | 39.4 |
| buffers and inverters | 27 | 36 | 5.95 |
| adder cells (fa/ha/maj) | 1 | 1 | 0.546 |
| multiplexers | 1 | 1 | 0.437 |
| AND/OR/NAND/NOR | 114 | 114 | 28.4 |
| AND-OR/OR-AND | 85 | 85 | 24.9 |
[synthesized netlist by cell type, types with 7 or more instances]
library cell and number:
nor3_1 12, nand3_1 8, nor4_1 12, o21ai_0 7, a31oi_1 14, a21oi_1 16
nand2_1 20, o21ai_1 9, clkbuf_1 7, nor2_1 22, dfrtp_1 35, inv_1 10
[cell type report]
type | instances | share of cell area, %
Multi-Input combinational cell | 202 | 49.4
Tap cell | 72 | 3.55
Clock buffer | 8 | 3.55
Inverter | 10 | 1.48
Timing Repair Buffer | 18 | 6.42
Sequential cell | 36 | 35.6
[metrics by stage]
step	utilization [%]	cell area, sq um	power (mW)	hold WS [ns]
after CTS	46.0	2530	0.634	0.512
after detailed placement	44.4	2440	0.474	0.501
after global placement	44.4	2440	0.473	0.497
after floorplan	-	2290	0.426	0.465
after global routing	46.0	2530	0.676	0.528
final	46.0	2530	0.629	0.509
Power figures rest on the tool's default switching activity, not on a simulated workload.
